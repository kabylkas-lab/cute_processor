==> flow/design.v <==
module mux(
    input wire signed [8:0] a0,
    input wire signed [8:0] a1,
    input wire signed [8:0] a2,
    input wire signed [8:0] a3,
    input wire signed [8:0] a4,
    input wire signed [8:0] a5,
    input wire signed [8:0] a6,
    input wire signed [8:0] a7,
    input wire signed [8:0] a8,
    input wire signed [8:0] a9,
    input wire [3:0] ctrlVar,
    output reg signed [8:0] otp         
    );
always@( * )
    begin
    case(ctrlVar)
    4'b0000: otp=a0;
    4'b0001: otp=a1;
    4'b0010: otp=a2;
    4'b0011: otp=a3;
    4'b0100: otp=a4;
    4'b0101: otp=a5;
    4'b0110: otp=a6;
    4'b0111: otp=a7;
    4'b1000: otp=a8;
    4'b1001: otp=a9;
    default: otp=9'b000000000;
    endcase    
end
endmodule
==> flow/run.sh <==
#!/bin/bash
# OpenROAD 26Q1-2900-gdf79404cd8, Yosys 0.63+post, stock flow scripts
make -C /OpenROAD-flow-scripts/flow DESIGN_CONFIG=/design/flow/config.mk WORK_HOME=/design/flow/orfs finish
==> flow/config.mk <==
export PLATFORM = sky130hd
export DESIGN_NAME = mux
export DESIGN_NICKNAME = mux
export VERILOG_FILES = /design/flow/design.v
export SDC_FILE = /design/flow/constraint.sdc
export NUM_CORES = 4
export LEC_CHECK = 1
export CORE_AREA = 10 10 70 70
export DIE_AREA = 0 0 80 80
==> flow/constraint.sdc <==
current_design mux

set clk_period 3.3
set clk_io_pct 0.2

create_clock -name clk0 -period $clk_period

set non_clock_inputs [all_inputs -no_clocks]
set_input_delay [expr $clk_period * $clk_io_pct] -clock clk0 $non_clock_inputs
set_output_delay [expr $clk_period * $clk_io_pct] -clock clk0 [all_outputs]
==> changes_impl.md <==
### Metrics

- Area share of the largest cell type after synthesis: 18.5%
- Worst path setup slack after routing: 0.224 ns
- Number of sequential storage elements: 0
- RSZ-0062 raised after global routing: false
- Count of port buffers added during placement: 103
- Post-Place Setup Slack: -0.0149 ns
- Fin util: 62.7%
- Number of warnings in the stage logs: 33
- Maximum fanout along the worst path: 9
- Layout Area Growth over Synthesis: 133%
- Number of antenna violations at the first check in global routing: 0
- Final weighted congestion of routability-driven global placement: 0.836
- Width of the chip: 80 um
- Worst path required time: 2.64 ns
- Leading post-synthesis cells by cell area: mux2i_1 19%, nand3b_1 9.0%, a22oi_1 7.4%, nor4bb_4 5.4%, a21oi_1 4.9%
- Clock power share: 0%
- Drt first pass iters: 6
- Period utilization: between 90% and 100%
- Wire length of the first global-routing pass: 7560 um
- Signal arrival time at the worst endpoint: 2.42 ns
- Share of total power in combinational logic: roughly 100%
- Mean Syn Cell Area: 7.65 sq um
- Pin count of the biggest net entering global routing: 17
- Relative max-transition margin: 78.0%
- Number of clock-tree buffers in the layout: 0
- Sequential Power Share: 0%
- Type of the most critical hold path: in2out
- Final-report max-slew violation count: 0
- Total antenna diodes in the routed design: 0
- Power per unit of standard cell area: 119 nW/um^2
- Critical path start-end classification: in2out
- Cell Type Count: 34
- Tmin final: between 3 and 4 ns
- Detailed-route via count: 1408
- Launch point of the worst hold path: ctrlVar[3]
- Launch point of the worst path: ctrlVar[1]
- Max Clock Freq: 325 MHz
- Number of hold violations in the final report: 0
- Number of max-capacitance violations reported: 0
- Overall track demand over capacity in global routing: 14.5%
- Met3 usage: between 10% and 20%
- Post-route worst hold slack: 2.17 ns
- Top Ports: approximately 100
- Total congestion overflow: 0
- Fraction of final layout cells sized beyond drive strength 1: about 15%
- Violation tally from detailed-route iteration zero: 57
- Register area: 0 sq um
- Highest-count cells in the layout ignoring fill and taps: 99 x clkdlybuf4s50_1, 19 x buf_4, 17 x mux2i_1
- Yosys warns: 1
- Chip Area, Yosys: 918 sq um
- Worst VDD drop: 0.0000595 V
- Peak-usage layer in the global routing report: met2
- Vias in the first global route: ~1500
- Most frequently placed logic cell in the final layout: clkdlybuf4s50_1
- Cell area after synthesis: a little over 900 sq um
- Standard cell core area: 3420 sq um
- Count of fill cells added during filler insertion: 304
- Net Sw Frac: 30.3%
- Post-synth top area cell: mux2i_1
- Ys cells: 120
- Die y size: 80 um
- NetSw: a little under 80 uW
- HPWL after detailed placement: 4370 um
- Slew of the pin with the lowest slew margin: 0.328 ns
- Cell total after placement: 273
- Sequential share of the synthesized area: 0%
- Chip area: 6400 sq um
- DRC violation count after routing: 0
- Sum of routed wire length over all layers: 5030 um
- Met1 layer usage reported by global route: approximately 16%
- Int Power: 178 uW
- Per-cell via count in the routed design: about 5
- Number of setup violations in the final report: 0
- Initial core utilization: 26.9%
- GR met2 Demand/Resource: around 22%
- Leakage dissipation: between 0.0008 and 0.0009 uW
- Type of element launching the critical path: primary input
- Capturing element type of the critical path: output pin
- Result of the run: finished clean
- Number of nets with antenna violations after detailed routing: 0
- Avg WL per Cell: 18.0 um
- Count of mapped cells out of synthesis: 120
- Cell Rows: 21
- Non-Filler Instances: 280
-- power by group through the flow --
| stage | Clock, uW | Sequential (uW) | Combinational (uW) |
|---|---|---|---|
| 5_1_grt | 0 | 0 | 276 |
| 6_report | 0 | 0 | 255 |
| 4_1_cts | 0 | 0 | 252 |
-- kinds of logic after synthesis --
family / share of synthesized area (%)
buffers and inverters: 10.2
and+or+nand+nor: 35.8
muxes: 18.5
AOI/OAI and AO/OA: 35.4
-- worst max-delay path: stages --
cell and delay (ns):
dlygate4sd2_1 0.30, buf_4 0.20, nor4bb_4 0.06, buf_4 0.15
a22oi_1 0.12, o21ai_0 0.09, or4_1 0.40, clkdlybuf4s50_1 0.43
-- final timing paths --
path	end	slack, ns	depth (start not counted)
min	otp[8]	2.17	4
max	otp[0]	0.22	8
-- area by class of cell --
type	instances	area, sq um	share of cell area [%]
Multi-Input combinational cell	107	838	39.1
Tap cell	46	57.6	2.69
Timing Repair Buffer	127	1250	58.2
-- metrics by stage --
step	TNS (ns)	cell area, sq um	total power [uW]
global route	0	2140	276
detailed placement	-0.0233	2070	248
floorplan	0	918	84.3
global placement	-0.0233	2070	247
CTS	0	2080	252
finish	0	2140	255
-- cells in the mapped netlist, types with 4 or more instances --
cell / n
mux2i_1: 17
nand3b_1: 11
a21oi_1: 9
a22oi_1: 9
nand2_1: 7
or3_1: 6
buf_4: 5
o22ai_1: 5
a32oi_1: 4
nor2b_1: 4
o221ai_1: 4
-- layer usage --
metal	vias to the layer above	wire [um]
li1	717	-
met1	618	2030
met2	73	2160
met3	0	842
met4	0	0
met5	-	0
-- what timing repair did --
item / in CTS / in global routing
pin swaps: 1 / 1
gates resized: 2 / 7
setup endpoints to repair: 3 / 9
buffers inserted: 2 / 4
hold buffers: 0 / 0
gates cloned: 0 / 1
Power and IR drop assume default switching activity.
