<file path="/design/flow/config.mk">
export PLATFORM = sky130hd
export DESIGN_NAME = cufsm
export DESIGN_NICKNAME = cufsm
export VERILOG_FILES = /design/flow/design.v
export SDC_FILE = /design/flow/constraint.sdc
export NUM_CORES = 4
export LEC_CHECK = 1
export CORE_AREA = 10 10 114 114
export DIE_AREA = 0 0 124 124
</file>
<file path="/design/flow/constraint.sdc">
current_design cufsm

set clk_period 2.1
set clk_io_pct 0.2

create_clock -name clk0 -period $clk_period [get_ports {clk}]

set non_clock_inputs [all_inputs -no_clocks]
set_input_delay [expr $clk_period * $clk_io_pct] -clock clk0 $non_clock_inputs
set_output_delay [expr $clk_period * $clk_io_pct] -clock clk0 [all_outputs]
</file>
<file path="/design/flow/design.v">
module cufsm(
    input wire [8:0] ir,
    input wire Run,
    input wire Resetn,
    input wire clk,
    input wire ZF,
    input wire SF,
    input wire OF,
    output reg a,
    output reg g,
    output reg [3:0] mux,
    output reg alu,
    output reg [7:0] rx,
    output reg done,
    output reg jmp
    );
localparam STATE_Initial = 3'd0,
    STATE_alu1 = 3'd1,  
    STATE_alu2 = 3'd2, 
    STATE_alu3 = 3'd3,
    STATE_mv1  = 3'd4,   
    STATE_mvi  = 3'd5,   
    STATE_jmp  = 3'd6;   
reg [2:0] CurrentState;
reg [2:0] NextState;
reg [2:0]  cmd;
reg [2:0] adr1;
reg [2:0] adr2;
reg [2:0] flag;
always@ ( posedge clk ) begin
    if ( Resetn || done ) begin
        CurrentState <= STATE_Initial;
    end
    else begin 
        CurrentState <= NextState;
    end
end
always@ ( * ) begin
    if (Run) begin
        cmd = ir[6+:3];
        adr1 = ir[3+:3];
        adr2 = ir[0+:3];
    end
    NextState = CurrentState ;
    case ( CurrentState )
        STATE_Initial : begin
            a = 0;
            g = 0;
            rx = 8'd0;
            alu = 0;
            done = 0;
            mux = 0;
            jmp = 0;
            if (Run) begin
                if (cmd==3'b010)          NextState = STATE_mv1;
                else if (cmd[2:1]==2'b00) NextState = STATE_alu1; 
                else if (cmd==3'b101)     NextState = STATE_alu1; 
                else if (cmd==3'b011)     NextState = STATE_mvi;
                else if (cmd==3'b100)     NextState = STATE_jmp;
                else if (cmd[2:1]==2'b11) NextState = STATE_jmp;
            end
        end
        STATE_alu1 : begin
            mux = adr1+1;
            rx[adr1] = 1;
            a = 1;
            NextState = STATE_alu2;
            done = 0;
        end
        STATE_alu2 : begin
            rx[adr1] = 0;
            mux = adr2 + 1;
            rx[adr2] = 1;
            alu = cmd[0];
            a = 1;
            g = 1;
            NextState = STATE_alu3;
            done = 0;
        end
        STATE_alu3 : begin
            a = 0;
            rx[adr2] = 0;
            alu = 0;
            if(cmd[2]==0) begin
                mux = 4'd9;
                g = 1;
                rx[adr1] = 1;
            end else begin
                flag[0] = OF;
                flag[1] = ZF;
                flag[2] = SF;
            end
            done = 1;
        end
        STATE_mv1 : begin
            mux = adr2+ 4'b0001;
            rx[adr1] = 1;
            rx[adr2] = 1;
            done = 1;
        end
        STATE_mvi: begin
            mux = 4'd0;
            rx[adr1] = 1;
            done = 1;
        end
        STATE_jmp: begin
            mux = 4'd0;
            if( cmd==3'b100 )  jmp = 1;
            if ( flag[2]==flag[0] & cmd[0]==0 ) jmp = 1;
            else if ( flag[1]==1  & cmd[0]==1 ) jmp = 1;
            else if ( flag[2]==1  & cmd[0]==1 ) jmp = 1;
            done = 1;
        end
        default : begin
            NextState = STATE_Initial;
        end
    endcase
end
endmodule
</file>
<file path="/design/flow/run.sh">
#!/bin/bash
# OpenROAD 26Q1-2900-gdf79404cd8, Yosys 0.63+post, stock flow scripts
make -C /OpenROAD-flow-scripts/flow DESIGN_CONFIG=/design/flow/config.mk WORK_HOME=/design/flow/orfs finish
</file>
==> run notes <==
run results: pin count of the biggest net entering global routing 43, CP max FO 10, DPL Wire Length 4.21 mm, final wirelength 5.51 mm, pwr/cell area 281 mW/mm2, post-layout minimum cycle time 1690 ps, final setup fails 0, WP data arrival 1840 ps, final setup skew 1.61 ps, Setup TNS 0 ps, antenna viol nets, final 0, worst hold path type reg2reg, Ys Warns 34, Ports 32, Clock power frac 0.282, row count 37, endpoints left unconstrained 46, Worst Setup Start Kind input pin, Vias per Instance 4.76, worst slew pin tran 814 ps, Register Area 576 um2, outcome completed, All-Layer GR Usage 0.0719, post_cts resized 0, via count 1893, clk root buf clkbuf_8, CTS hold repair buffers 0, Insertion Delay late pin 220 ps, 1st-iter DRT viols 111, Synth async-reset ratio 0, cells on worst reg2reg path 2, count leader, synth nor2_1, ys flop type dlxtn_1, maximum vdd ir drop 0.205 mV, post-CTS setup buffers 0, # fillers 1125, FMAX 592 MHz, H-tree depth 1, CTS max path bufs 2, RSZ-0062 raised after global routing false, Psw 213 uW, initial antenna violation count 0, cell area after synthesis 0.00195 mm2, WL per Instance 13.8 um, Switching Share 0.320, Hold Violations, Final 0, # DRC 0, Pre-Place Util 0.187, maxcap violations 0, logic area 0.00122 mm2, CTS Buf Count 3, Area Growth Syn to Fin 21.7%, Pint 454 uW, Top cell area share 0.154, Clock Pin Slew Worst Setup and Hold Paths 40 ps, global-route wire length before repair 9.05 mm, GRT overflow 0, First-pass DRT Iterations 6, Chip Area 0.0154 mm2, final core occ 0.228, GPL Wtd Cong 0.896, cycle use final 0.805, Relative slew margins 0.455, Post-synth EDFFs 0, Tool Warnings 25, sequential share of power 0.336, Cells after Synth 246, P_leak 0.962 nW, filler-free cell count of the finished design 398, register pins left without a clock 29, top cells, area dlxtn_1, dfxtp_1, dlxtp_1, Crit Path Class in2reg, synth cell count leaders nor2_1, dlxtn_1, nand2_1, o21ai_0, dlxtp_1, die span in y 124 um, CTS tree built, type of destination of the critical path flop, area leader, netlist dlxtn_1, Mean Syn Cell Area 7.93 um2, # diodes 0, Critical Path RT 2250 ps, Cells after DPL 394, yosys stat area 0.00195 mm2, vias in the first global route 1753, layout cells sized above 1 0.0802, cell total in the yosys stat output 246, combinational power share 0.381, max-slew violation count 0, Hold Path Stages 2, Synth flops 36, Die X 124 um, port bufs 31, core area 0.0104 mm2, Yosys cell types 63
==> routing by layer <==
layer / global-route usage / wire (um)
met5: 0 / 0
met4: 0.00360 / 8
met3: 0.0179 / 516
met2: 0.108 / 2320
met1: 0.108 / 2660
==> registers in the layout, summed over array words and instances, names as in the netlist <==
signal / count
adr2: 3
alu: 1
flag: 3
done: 1
CurrentState: 7
cmd: 3
adr1: 3
jmp: 1
mux: 4
g: 1
rx: 8
a: 1
==> worst max-delay path: stages <==
cell             delay, ps
clkdlybuf4s50_1        730
mux2i_4                420
nand3_1                130
o21ai_0                140
==> cells in the final DEF (no fill, tap or decap), drive strengths merged, types with 5 or more instances in the layout <==
master         count
mux2               7
clkdlybuf4s50     31
nand2             16
a31oi              7
inv               10
dlxtn             20
a21oi              8
dlxtp              9
nor3b              5
nor3               6
a211o              5
dfxtp              7
nor2              23
o21ai             17
==> cells by family (layout without fill, tap and decap cells) <==
| group | after synthesis | count (layout) | share of synthesized area |
|---|---|---|---|
| AND/OR/NAND/NOR | 97 | 97 | 0.301 |
| flip-flops | 7 | 7 | 0.0718 |
| AND-OR/OR-AND | 67 | 67 | 0.238 |
| buffers and inverters | 31 | 47 | 0.0789 |
| multiplexers | 11 | 11 | 0.0673 |
| adder cells (fa/ha/maj) | 1 | 1 | 0.00641 |
| latches | 29 | 29 | 0.223 |
| XOR/XNOR | 3 | 3 | 0.0135 |
==> area by class of cell <==
cell class              count  share of cell area
flip-flops and latches     36               0.242
repair buffers             33               0.137
inverters                  10              0.0158
clock buffers               4              0.0190
well taps                 136              0.0717
multi-input cells         179               0.514
==> worst paths after layout <==
| kind | start | to | slack (ps) |
|---|---|---|---|
| max | Run | CurrentState[5]$_DFF_P_ | 410 |
| min | CurrentState[5]$_DFF_P_ | CurrentState[5]$_DFF_P_ | 490 |
| min reg2reg | CurrentState[5]$_DFF_P_ | CurrentState[5]$_DFF_P_ | 490 |
| max reg2reg | CurrentState[6]$_DFF_P_ | CurrentState[6]$_DFF_P_ | 950 |
==> power by group through the flow <==
stage / Sequential, mW / Clock, mW / Combinational (mW)
after CTS: 0.224 / 0.192 / 0.255
after global routing: 0.229 / 0.198 / 0.285
final: 0.225 / 0.189 / 0.254
==> through the flow <==
step | setup slack [ps] | hold WS [ps] | area, um2 | total power [mW]
after CTS | 420 | 492 | 2370 | 0.671
after floorplan | 487 | 454 | 1950 | 0.390
after global placement | 233 | 487 | 2330 | 0.475
after detailed placement | 187 | 487 | 2330 | 0.479
final | 410 | 485 | 2370 | 0.668
after global routing | 273 | 548 | 2370 | 0.712
No activity file was given, so power comes from the tool's default toggle rates.
