<file path="config.mk">
export PLATFORM = sky130hd
export DESIGN_NAME = falu
export DESIGN_NICKNAME = falu
export VERILOG_FILES = /design/flow/design.v
export SDC_FILE = /design/flow/constraint.sdc
export NUM_CORES = 4
export LEC_CHECK = 1
export CORE_AREA = 10 10 70 70
export DIE_AREA = 0 0 80 80
</file>
<file path="constraint.sdc">
current_design falu

set clk_period 6.6
set clk_io_pct 0.2

create_clock -name clk0 -period $clk_period [get_ports {clk}]

set non_clock_inputs [all_inputs -no_clocks]
set_input_delay [expr $clk_period * $clk_io_pct] -clock clk0 $non_clock_inputs
set_output_delay [expr $clk_period * $clk_io_pct] -clock clk0 [all_outputs]
</file>
<file path="design.v">
module falu #(parameter width = 9) (
    input                  clk,
    input      [width-1:0]   a,
    input      [width-1:0]   b,
    output reg [width-1:0]   c,
    output reg              ZF,  
    output reg              SF,  
    output reg              OF,  
    input                   op
);
reg [width-1:0] c_internal;
always @( * )
begin: alu_code
    if (op == 0) begin
        c_internal = a + b;
    end else begin
        c_internal = a - b;
    end
end  
assign c = c_internal;
always@ ( posedge clk) begin
case (c_internal)
    9'd0: ZF <= 1;
    default: ZF <= 0;
    endcase
    OF <= (c_internal[width-1]&!(a[width-1])&!(b[width-1])|!(c_internal[width-1])&(a[width-1])&(b[width-1]));
    SF <= c_internal[width-1];
end
endmodule
</file>
<file path="run.sh">
#!/bin/bash
# OpenROAD 26Q1-2900-gdf79404cd8, Yosys 0.63+post, stock flow scripts
make -C /OpenROAD-flow-scripts/flow DESIGN_CONFIG=/design/flow/config.mk WORK_HOME=/design/flow/orfs finish
</file>
==> results.cfg <==
; implementation run metrics
[synthesis]
synthTopCellsByCount = xnor2_1, ha_1, inv_1
synth.distinct_cells = 29
edf_count = 0
syn-instance-count = 78
largest_area_cell = ha_1
synthTopCellsByArea = ha_1, xnor2_1, dfxtp_1
synth_top_area_share_pct = 18.0
yosys_area_um2 = 626
yosys_cells = 78
syn_area_um2 = 626
ys_seq_share_pct = 9.60
avgSynthCellArea_um2 = 8.02
synth-main-ff-cell = dfxtp_1
most_common_cell = xnor2_1
yosys_warnings = 2
synth-seq-cells = 3
synthArstFlopShare_pct = 0

[worst_setup_path]
cp_top_family = buffers and inverters
startpoint = b[0]
slowest_stage = clkdlybuf4s50_1
critPathBufInv = 3
endpoint = c[8]
cp-start-kind = primary input
endpoint_kind = output pin
critPathKind = primary input to output pin
critical-path-max-stage-delay_ns = 0.52
path_common_cell = clkdlybuf4s50_1
cp.arrival_ns = 4.17
crit_cells = 11
path_cells = clkdlybuf4s50_1 > inv_1 > ha_1 > mux2_2 > fa_1 > nor2b_1 > o31a_1 > a41oi_1 > nand2_1 > xnor2_2 > clkdlybuf4s50_1
crit_fanout = 4
cp.required_ns = 5.28

[clock_tree]
clock_sinks = 3
cts-root-buf = clkbuf_4
clkTransAtPathRegs_ns = 0.03
clock_path_buffers = 2
postCtsSetupRepairBufs = 0
hold_buffers = 0
cts_resized = 0
cts_buffers = 3
cts_tree = done
htreeDepth = 1

[route]
drt-pass1-iter-count = 3
ant_nets = 0
num_vias = 617
wirelength_mm = 1.72
detail_route.vias_per_cell = 3.91
wl_per_cell_um = 10.9
antenna_cells = 0
drc = 0
drt_iter0_markers = 21

[timing]
worst_slew_pin_slew_ns = 0.349
final_max_slew_viol_count = 0
slew_headroom_pct = 76.5
max_freq_mhz = 182
setup_tns_ns = 0
hold_violations = 0
period_minus_slack_ns = 5.49
rsz0062_at_grt = false
setup_viol = 0
period_used_pct = 83.2

[power]
finalPower_mw = 0.170
ir_drop_uv = 33.6
p_switching_mw = 0.0537
internal-power_mw = 0.116
clkPwrFrac_pct = 18.8
power_density_nw_per_um2 = 167
p_sw_share_pct = 31.6
power_leakage_nw = 0.420
combPwrFrac_pct = 68.1
pwr-share-seq_pct = 13.2

[global_route]
grt_pass1_wl_mm = 2.78
overflow = 0
antenna_found_initial = 0
grt_pass1_vias = 638
grt_max_degree = 9
grtUsageTotal_pct = 5.17

[worst_hold_path]
hold_path_depth = 3
hold_path.class = primary input to flip-flop

[floorplan]
rows = 21
initCoreUtil_pct = 18.3
die_h_um = 80
die_width_um = 80
chipArea_um2 = 6400
core_area_um2 = 3420
pin_count = 32

[outcome]
outcome = completed

[placed_design]
io_buffers = 31
place.gp.congestion = 0.753
hpwl_mm = 1.56

[job]
warnings = 25
drv_cap = 0

[final_layout]
syn_to_final_growth_pct = 62.4
drive_above_1_share_pct = 9.82
-- routing by layer --
layer | routed length, um | vias up | global-route usage [%]
met4 | 0 | 0 | 0.880
met3 | 121 | 0 | 1.59
met2 | 735 | 18 | 8.03
met1 | 857 | 259 | 6.92
li1 | - | 340 | -
met5 | 0 | - | 0
-- power by group through the flow --
stage                 combinational [mW]  clock [mW]  sequential [mW]
after CTS                          0.119      0.0336           0.0224
after global routing               0.130      0.0347           0.0225
final                              0.116      0.0319           0.0223
-- stage by stage --
stage	cell area (um2)	instances	utilization, %	worst slack, ns	hold slack (ns)
6_report	1020	158	29.7	1.11	1.72
5_1_grt	1020	158	29.7	0.834	1.76
4_1_cts	1020	158	29.7	1.07	1.71
3_5_place_dp	990	154	29.0	1.07	1.95
3_3_place_gp	990	154	29.0	1.11	1.95
2_1_floorplan	626	78	-	2.28	1.46
-- kinds of logic (layout without fill, tap and decap cells) --
kind of cell	after synthesis	after routing	synth area share, %
flip-flops	3	3	9.60
AND-OR/OR-AND	18	18	19.4
adder cells (fa/ha/maj)	10	10	21.2
multiplexers	2	2	3.40
AND/OR/NAND/NOR	21	21	19.6
XOR/XNOR	14	14	20.8
buffers and inverters	10	44	6.00
-- cells in the final DEF, fill, tap and decap left out, drive strengths merged --
cell / n
a21o: 2
inv: 9
clkbuf: 4
xor2: 2
ha: 9
o21ai: 4
nand2: 3
a21oi: 6
fa: 1
or2b: 1
clkdlybuf4s50: 31
or2: 1
a31oi: 2
o21a: 2
a41oi: 1
dfxtp: 3
mux2i: 1
or4b: 1
nor3: 3
o31a: 1
mux2: 1
xnor2: 12
nor4: 2
nor2b: 3
nor3b: 1
nor2: 6
-- state kept, by name, indices dropped and copies added, names as in the netlist --
register	flops
OF	1
SF	1
ZF	1
-- area by class of cell --
type | instances | area [um2]
Fill cell | 377 | 2400
Multi-Input combinational cell | 65 | 528
Timing Repair Buffer | 31 | 310
Sequential cell | 3 | 60.1
Tap cell | 46 | 57.6
Inverter | 9 | 33.8
Clock buffer | 4 | 26.3
-- worst min-delay path: stages --
cell,delay (ns)
clkdlybuf4s50_1,0.44
nand2_1,0.07
mux2i_1,0.06
-- worst min path at each step --
stage,startpoint,to,slack (ns)
CTS,a[8],OF,1.71
global route,a[8],OF,1.76
finish,a[8],OF,1.72
Power is estimated from default activity; no workload was simulated.
